==> ./design.v <==
`timescale 1ns / 1ps
module up_down_counter (
    input clk,
    input reset,
    input up_down,
    output reg [3:0] count
);
    always @(posedge clk or posedge reset) begin
        if (reset)
            count <= 4'b0000;
        else if (up_down)
            count <= count + 1;
        else
            count <= count - 1;
    end
endmodule
==> ./run.sh <==
#!/bin/bash
# OpenROAD 26Q1-2900-gdf79404cd8, Yosys 0.63+post, stock flow scripts
make -C /OpenROAD-flow-scripts/flow DESIGN_CONFIG=/design/flow/config.mk WORK_HOME=/design/flow/orfs finish
==> ./config.mk <==
export PLATFORM = sky130hd
export DESIGN_NAME = up_down_counter
export DESIGN_NICKNAME = up_down_counter
export VERILOG_FILES = /design/flow/design.v
export SDC_FILE = /design/flow/constraint.sdc
export NUM_CORES = 4
export LEC_CHECK = 1
export CORE_AREA = 10 10 70 70
export DIE_AREA = 0 0 80 80
==> ./constraint.sdc <==
current_design up_down_counter

set clk_period 2.1
set clk_io_pct 0.2

create_clock -name clk0 -period $clk_period [get_ports {clk}]

set non_clock_inputs [all_inputs -no_clocks]
set_input_delay [expr $clk_period * $clk_io_pct] -clock clk0 $non_clock_inputs
set_output_delay [expr $clk_period * $clk_io_pct] -clock clk0 [all_outputs]
==> impl_metrics.py <==
# Metrics from the implementation run
metrics = {
    "yosys": {
        "mux_area_share_pct": 0,
        "synthTopLogicFamily": "adder cells",
        "syn_inst": 15,
        "postSynthSeqShare_pct": 50.3,
        "ys_types": 8,
        "syn-cell-area_sq_um": 199,
        "adder_share_pct": 22.6,
        "synth_flops": 4,
        "area_leaders": "dfrtp_1 50%, ha_1 13%, fa_1 10%, xnor2_1 8.8%, inv_1 5.7%",
        "synthAoiAreaFrac_pct": 8.18,
        "yosys_warnings": 1,
        "yosysTopAreaCell": "dfrtp_1",
        "top_area_share_pct": 50.3,
        "syn_area_per_cell_sq_um": 13.3,
        "ys_sh_xor_pct": 13.2,
        "yosys_cells": 15,
        "ys_chip_area_sq_um": 199,
        "synth-simple-area-share_pct": 0,
    },
    "status": {
        "status": "completed",
    },
    "timing": {
        "drv_slew": 0,
        "setup_viol": 0,
        "rsz0062_at_grt": "false",
        "tightest_slew_ps": 184,
        "fin_crit_ps": 1610,
        "finalHoldViolations": 0,
        "fin_tns_setup_ps": 0,
        "max-slew-margin-rel_pct": 87.6,
        "max_freq_mhz": 623,
        "holdWs_ps": 372,
        "finalClockPeriodUsage_pct": 76.5,
        "fin_skew_ps": 0.328,
    },
    "cts": {
        "cts_inserted_buffers": 3,
        "path_clk_slew_ps": 40,
        "clock_latency_ps": 230,
        "cts.repair.resized": 0,
        "htreeDepth": 1,
        "cts_tree": "yes",
        "cts_hold_buf": 0,
        "cts_buffer_depth": 2,
        "cts-root-buf": "clkbuf_4",
        "cts_sinks": 4,
        "cts_setup_buffers": 0,
    },
    "routing": {
        "first_pass_iters": 2,
        "finalWirelength_microns": 416,
        "drcViolationCount": 0,
        "drt_iter0_markers": 2,
        "vias": 137,
        "antenna-diode-count": 0,
        "ant_nets": 0,
        "wire_per_inst_microns": 5.94,
        "viasPerCell": 1.96,
    },
    "min_path": {
        "hold_path_class": "input pin to async pin",
    },
    "grt": {
        "overflow": 0,
        "first_global_vias": 147,
        "grt_start_max_net_pins": 5,
        "grt_usage_pct": 1.63,
        "antenna_found_initial": 0,
        "grt_first_pass_wirelength_microns": 731,
    },
    "floorplanning": {
        "initCoreUtil_pct": 5.82,
        "placeableCoreArea_sq_um": 3420,
        "rows": 21,
        "dieHeight_microns": 80,
        "dieArea_sq_um": 6400,
        "ios": 7,
        "die_w_microns": 80,
    },
    "finish": {
        "mi_logic_area_sq_um": 87.6,
        "top_regs": "count: 4 flops",
        "fillers": 406,
        "regMostFlops": "count",
        "regArea_sq_um": 100,
        "largest_register_ffs": 4,
        "drive_gt1_share_pct": 16.7,
        "area_delta_synth_final_pct": 70.4,
    },
    "critical_path": {
        "arrival_ps": 1760,
        "crit_required_ps": 2260,
        "path_class": "input pin to register",
        "crit_fanout": 3,
        "critical_path.startpoint_type": "input pin",
        "worstSetupEndpointType": "register",
    },
    "job": {
        "warnings": 25,
        "max_cap_violations": 0,
    },
    "power": {
        "powerDensity_nw_per_um2": 1100,
        "peakVddDrop_v": 0.000170,
        "p_leak_nw": 0.141,
    },
    "placed_design": {
        "gp_congestion": 0.748,
        "port_buffers": 6,
    },
}
-- cell usage after synthesis --
library cell	instances
ha_1	2
a21oi_2	1
a21o_1	1
inv_1	3
xor2_1	1
fa_1	1
xnor2_1	2
dfrtp_1	4
-- cell type report --
cell class              count  share of cell area, %
clock buffers               3                   6.64
flip-flops and latches      4                   29.5
repair buffers              6                   17.7
multi-input cells           8                   25.8
well taps                  46                   17.0
inverters                   3                   3.32
-- report_power, final --
group | internal (W) | switching, W
registers | 0.000109 | 0.0000218
logic | 0.000100 | 0.0000466
clock network | 0.0000638 | 0.0000300
-- through the flow --
step	util, %	instances	power, W	instance area [sq um]	setup WS [ps]
after floorplan	-	15	0.000204	199	832
after global placement	9.27	67	0.000281	317	266
after detailed placement	9.27	67	0.000285	317	244
after CTS	9.93	70	0.000383	339	492
after global routing	9.93	70	0.000416	339	371
final	9.93	70	0.000372	339	494
-- cell usage in the layout, fill, tap and decap left out --
cell,instances
clkdlybuf4s50_1,6
fa_1,1
ha_1,2
a21o_1,1
a21oi_2,1
inv_1,3
xor2_1,1
clkbuf_4,3
dfrtp_1,4
xnor2_1,2
-- routing by layer --
metal / up-vias / wire (microns) / GRT usage [%]
li1: 66 / - / -
met1: 61 / 174 / 1.95
met2: 10 / 112 / 1.20
met3: 0 / 129 / 2.84
met4: 0 / 0 / 0.176
met5: - / 0 / 0
-- kinds of logic (layout without fill, tap and decap cells) --
group / after synthesis / count (layout)
buffers and inverters: 3 / 12
adders and majority gates: 3 / 3
AOI/OAI and AO/OA: 2 / 2
xor gates and xnor gates: 3 / 3
DFF: 4 / 4
-- final timing paths --
| kind | start | end | slack, ps | depth (start not counted) |
|---|---|---|---|---|
| min in group clk0 | count[0]$_DFF_PP0_ | count[0]$_DFF_PP0_ | 520 | 1 |
| max in group asynchronous | reset | count[0]$_DFF_PP0_ | 1580 | 2 |
| worst max register to register | count[1]$_DFF_PP0_ | count[3]$_DFF_PP0_ | 900 | 4 |
| worst max-delay path | up_down | count[3]$_DFF_PP0_ | 490 | 6 |
| worst min-delay path | reset | count[3]$_DFF_PP0_ | 370 | 2 |
| worst min register to register | count[0]$_DFF_PP0_ | count[0]$_DFF_PP0_ | 520 | 1 |
-- critical path, stage by stage --
cell and delay (ps):
clkdlybuf4s50_1 500, inv_1 100, ha_1 300, a21o_1 190, a21oi_2 140, xnor2_1 120
Power is estimated from default activity; no workload was simulated.
